==> ./design.v <==
`timescale 1ns / 1ps
module shift_cell(
	input wire [15:0] data_in,  
	input wire [15:0] data_in_prev, data_in_next,
	input wire data_read,data_write,clk,async_reset,
	input wire push,pop,  
	input wire overwrite,
	output reg [15:0] data_out  
    );
	 always @(posedge clk or posedge async_reset)
		if (async_reset)
			data_out <= 0;
		else if (data_write && push)
			data_out <= data_in_prev;
		else if(overwrite)
			data_out <= data_in;
		else if (data_read && pop)
			data_out <= data_in_next;
endmodule
==> ./run.sh <==
#!/bin/bash
# OpenROAD 26Q1-2900-gdf79404cd8, Yosys 0.63+post, stock flow scripts
make -C /OpenROAD-flow-scripts/flow DESIGN_CONFIG=/design/flow/config.mk WORK_HOME=/design/flow/orfs finish
==> ./config.mk <==
export PLATFORM = sky130hd
export DESIGN_NAME = shift_cell
export DESIGN_NICKNAME = shift_cell
export VERILOG_FILES = /design/flow/design.v
export SDC_FILE = /design/flow/constraint.sdc
export NUM_CORES = 4
export LEC_CHECK = 1
export CORE_AREA = 10 10 86 86
export DIE_AREA = 0 0 96 96
==> ./constraint.sdc <==
current_design shift_cell

set clk_period 1.1
set clk_io_pct 0.2

create_clock -name clk0 -period $clk_period [get_ports {clk}]

set non_clock_inputs [all_inputs -no_clocks]
set_input_delay [expr $clk_period * $clk_io_pct] -clock clk0 $non_clock_inputs
set_output_delay [expr $clk_period * $clk_io_pct] -clock clk0 [all_outputs]
==> run summary <==
flow finished, numbers: status complete, no violations, CTS root buf clkbuf_8, Synth Flop Type dfrtp_1, Clk pin slew, worst setup/hold paths roughly 0.07 ns, Top delay family on crit path flip-flops, CP endpoint kind output port, CP bufs+invs 1, Num CTS Buffers 3, floorplan core density 0.193, n_diodes 0, Worst-Skew Late Latency 0.25 ns, flip-flops with a built-in enable 0, Die Area ~9000 um^2, fin crit share 0.969, slowest stage delay, CP roughly 0.4 ns, PortBufs about 70, top cells by count, synth 16 x and3_1, 16 x dfrtp_1, 16 x nand2_1, 16 x nor2b_1, Worst EP required 0.88 ns, Die Y-Extent 96 um, First-pass DRT Iterations 4, remaining antenna violation count 0, maximum VDD drop 464 uV, clock tree sinks 16, first-pass GRT wire length 6390 um, area leader, netlist dfrtp_1, cell count after synthesis 109, max FFs per register 16, initial DRC count 36, # IOs between 70 and 80, DPL Wire Length 3220 um, # setup viols final 0, TNS Setup 0 ns, slowest CP cell dfrtp_1, tool warnings 25, cell area power density ~900 nW/um^2, Std-Cell Rows 27, dpl cells ~250, synthesis area per yosys 1070 um^2, Core ar. 5540 um^2, Post-Place Cell Area 1910 um^2, post-DR vias/cell 4.27, clock tree buffer depth 2, Reg with most FFs data_out, CTS H-tree depth 1, Area Overhead vs Synth 99.2%, Fin Clk Skew 0 ns, Min Hold Slack 0.276 ns, syn_area_per_cell 9.83 um^2, RSZ-0062 raised after global routing no, critical-path cell list clkdlybuf4s15_1, Max Slew Vio Count 0, Post-Layout Cell Count 266, CTS tree yes, DR vias between 1,000 and 1,500, Mapped Area 1070 um^2, Seq cells post-synth 16, Place WS -0.428 ns, vias in the first global route roughly 1,200, Top cells by area dfrtp_1 37%, a211oi_2 12%, o31ai_2 12%, and3_1 9.3%, nor2b_1 9.3%, post-route cell area 2130 um^2, Routed WL 4440 um, max_cap viols 0, Regs by FF count data_out (16), layout cells sized above 1 0.284, Max Fclk 938 MHz, Worst Path Max Fanout 2, worst setup path class reg -> out, Power Total 1.92 mW, Seq share, synth 0.374, Unique cell types 15, pin count of the biggest net entering global routing 33, Final min period ~1.1 ns, static leakage 0.877 nW, die width around 96 um, Final Wtd Congestion 0.797, Slew @ Worst Pin 0.259 ns, YS warnings 1, Top cell area share 0.374, relative slew slack 0.827, crit path DAT 0.85 ns, worst reg2reg setup slack 0.13 ns, ys cells 109, final worst slack 0.0342 ns, initial antenna violation count 0, # hold bufs at CTS 0, total track usage 0.0874, Startpoint Class register, Post-synth ARST share 1.00, WL/cell between 15 and 20 um, Core Util, Final 0.385, Worst Hold Class in -> async, final hold vios 0, overflow left after global routing 0, Remaining DRCs 0
[cell usage in the layout (no fill, tap or decap)]
master / count
a211oi_1: 1
a211oi_2: 15
and2_4: 1
and3_1: 16
buf_12: 2
buf_4: 14
buf_6: 4
clkbuf_16: 1
clkbuf_2: 1
clkbuf_8: 4
clkdlybuf4s15_1: 15
clkdlybuf4s50_1: 51
dfrtp_1: 16
dlygate4sd2_1: 3
inv_1: 1
nand2_1: 16
nand2_2: 1
nor2b_1: 16
o31ai_1: 4
o31ai_2: 9
o31ai_4: 3
[logic make-up (layout without fill, tap and decap cells)]
family,after synthesis,count (layout),synth area share
AND-OR/OR-AND,32,32,0.318
buffers and inverters,11,96,0.0537
flip-flops,16,16,0.374
AND/OR/NAND/NOR,50,50,0.255
[final cells by class]
cell class	count	area, um^2
Fill cell	575	3410
Sequential cell	16	400
Timing Repair Buffer	91	907
Clock buffer	4	55.1
Inverter	1	3.75
Multi-Input combinational cell	82	677
Tap cell	72	90.1
[path summary, 6_finish.rpt]
| check | from | to | cells past startpoint |
|---|---|---|---|
| min reg2reg | data_out[4] | data_out[4] | 2 |
| min | async_reset | data_out[2] | 3 |
| max | data_out[15] | data_out[15] | 1 |
| max in group asynchronous | async_reset | data_out[4] | 3 |
| max reg2reg | data_out[3] | data_out[3] | 3 |
| min in group clk0 | data_in_prev[14] | data_out[14] | 3 |
[where the power goes]
part	switching, mW	internal [mW]	total, mW
Sequential	0.0420	0.656	0.698
Combinational	0.230	0.454	0.685
Clock	0.219	0.318	0.536
Total	0.491	1.43	1.92
[per-layer routing]
metal  wire (um)  global-route usage
met2        2360               0.152
met5           0                   0
met3         224              0.0149
met4          41              0.0111
met1        1820               0.114
[worst reg2reg max path: stages, from the launching register on]
cell	delay, ns
dfrtp_1	0.38
buf_4	0.13
a211oi_2	0.25
o31ai_4	0.09
[repair_timing]
item,4_1_cts,5_1_grt
gates resized,39,13
pin swaps,0,2
endpoints found under the setup margin,32,9
gates cloned,1,2
setup buffers,8,0
Power figures rest on the tool's default switching activity, not on a simulated workload.
